**run.sh**
```bash
#!/bin/bash
# OpenROAD 26Q1-2900-gdf79404cd8, Yosys 0.63+post, stock flow scripts
make -C /OpenROAD-flow-scripts/flow DESIGN_CONFIG=/design/flow/config.mk WORK_HOME=/design/flow/orfs finish
```
**config.mk**
```make
export PLATFORM = sky130hd
export DESIGN_NAME = DIG
export DESIGN_NICKNAME = DIG
export VERILOG_FILES = /design/flow/design.v
export SDC_FILE = /design/flow/constraint.sdc
export NUM_CORES = 4
export LEC_CHECK = 1
export CORE_UTILIZATION = 30
```
**constraint.sdc**
```tcl
current_design DIG

set clk_period 5.2
set clk_io_pct 0.2

create_clock -name clk0 -period $clk_period [get_ports {clk_i}]

set non_clock_inputs [all_inputs -no_clocks]
set_input_delay [expr $clk_period * $clk_io_pct] -clock clk0 $non_clock_inputs
set_output_delay [expr $clk_period * $clk_io_pct] -clock clk0 [all_outputs]
```
**design.v**
```verilog
`timescale 1ns / 1ps
module DIG(
    input wire  clk_i,
    input wire  rst_i,
    input wire [31:0] data_i,
    input wire [31:0] addr_i,  
    input wire we_i,     
    output reg [7:0] D0_o,
    output reg [7:0] dig1_o
);
reg [31:0]  cnt_clk;
reg [2:0]   cnt_show;
reg [31:0]  dig_data;
reg [3:0] show_data;
always @ (posedge clk_i or posedge rst_i) begin
    if (rst_i) begin
        cnt_clk <= 0;
        cnt_show <= 0;
        dig_data <= 0;
    end else begin
        if (cnt_clk == 32'd80000) begin
            cnt_clk <= 0;
            cnt_show <= cnt_show + 1;
        end else begin
            cnt_clk <= cnt_clk + 1;
        end
        if (we_i && addr_i == 32'hFFFF_F000) begin
            dig_data <= data_i;
        end
    end
end
always @(*) begin
    case (cnt_show)
        3'b000: begin
            D0_o = 8'b00000001;
            show_data = dig_data[3:0];
        end
        3'b001: begin
            D0_o = 8'b00000010;
            show_data = dig_data[7:4];
        end
        3'b010: begin
            D0_o = 8'b00000100;
            show_data = dig_data[11:8];
        end
        3'b011: begin
            D0_o = 8'b00001000;
            show_data = dig_data[15:12];
        end
        3'b100: begin
            D0_o = 8'b00010000;
            show_data = dig_data[19:16];
        end
        3'b101: begin
            D0_o = 8'b00100000;
            show_data = dig_data[23:20];
        end
        3'b110: begin
            D0_o = 8'b01000000;
            show_data = dig_data[27:24];
        end
        3'b111: begin
            D0_o = 8'b10000000;
            show_data = dig_data[31:28];
        end
        default: begin
            D0_o = 8'b00000000;
            show_data = 4'h0;
        end
    endcase
    case(show_data)
        4'h0: dig1_o = 8'b11111100;
        4'h1: dig1_o = 8'b01100000;
        4'h2: dig1_o = 8'b11011010;
        4'h3: dig1_o = 8'b11110010;
        4'h4: dig1_o = 8'b01100110;
        4'h5: dig1_o = 8'b10110110;
        4'h6: dig1_o = 8'b10111110;
        4'h7: dig1_o = 8'b11100000;
        4'h8: dig1_o = 8'b11111110;
        4'h9: dig1_o = 8'b11110110;
        4'hA: dig1_o = 8'b11101110;
        4'hB: dig1_o = 8'b00111110;
        4'hC: dig1_o = 8'b10011100;
        4'hD: dig1_o = 8'b01111010;
        4'hE: dig1_o = 8'b10011110;
    endcase
end
endmodule
```
==> results_dict.tcl <==
# flow metrics
set metrics [dict create \
    grt_max_degree 45 \
    synth_top_flop_cell "dfrtp_1" \
    setup_viol 0 \
    cts-resized-gates 0 \
    fin_hold_ws_ns 0.478 \
    vias_per_cell 4.84 \
    critPathCaptureType "output port" \
    setup.worst_path.class "flop to output port" \
    syn_to_final_growth_pct 35.0 \
    worstHoldPathType "flop to flop" \
    status "finished, final reports clean" \
    drt_iter0_drc 82 \
    post_cts_buffers 0 \
    n_antenna_cell 0 \
    io_buffers 81 \
    final_layout_size_suffix_gt1_frac 0.162 \
    warnings 30 \
    leakagePower_nw 2.05 \
    core_sq_mm 0.0115 \
    dp_hpwl_mm 5.86 \
    final_cells 539 \
    path_max_fanout 13 \
    yosys.area.top_type "dfrtp_1" \
    cts_made_buffers 9 \
    ys_ff 74 \
    top_cell "dfrtp_1" \
    yosys-stat-cells 308 \
    clock_skew_ns 0.00569 \
    place_inst 523 \
    synth_cells 308 \
    worstMarginPinSlew_ns 0.833 \
    report.final.hold_viol_count 0 \
    synth.avg_cell_area_sq_um 11.5 \
    place.gp.congestion 0.861 \
    gr-usage-all-layers 0.133 \
    drv_slew 0 \
    cts_hold_buf 0 \
    met1Wirelength_mm 3.51 \
    cp.arrival_ns 2.97 \
    floorplan.core_util 0.309 \
    cp.required_ns 4.16 \
    period_needed_ns 4.01 \
    cellPowerDensity_mw_per_mm2 243 \
    grt_first_pass_wirelength_mm 13.0 \
    edf_count 0 \
    cts_tree "done" \
    wl_per_cell_um 14.3 \
    utilization 0.418 \
    wl_met3_um 310 \
    yosys-top-cells-count "dfrtp_1, mux2_2, xnor2_1" \
    route.met2.wl_mm 3.78 \
    syn_area_sq_mm 0.00355 \
    r2r_slack_ns 2.91 \
    untimed_endpoints 14 \
    cts.reportedPaths.clkPinSlew_ns 0.05 \
    chip_area_sq_mm 0.0123 \
    maxCapViolations 0 \
    fp-row-count 39 \
    synth_chip_area_sq_mm 0.00355 \
    clk-insertion-delay-late_ns 0.32 \
    area_leaders "dfrtp_1, mux2_2, xnor2_1, dlxtn_1, ha_1" \
    top_layer "met4" \
    die_w_um 111 \
    htree_levels 3 \
    clockBufferDepth 2 \
    drcViolationCount 0 \
    maxSlewHeadroom 0.439 \
    unclocked_regs 7 \
    die_h_um 111 \
    fin_crit_sh 0.771 \
    synthDistinctLibCells 44 \
    grt_pass1_vias 2693 \
    grt-ovfl-total 0 \
    drt_pass1_iterations 4 \
    stdcell_area_sq_mm 0.00479 \
    fin_tns_setup_ns 0 \
    ys_async_sr_fraction 0.905 \
    via_count 2609 \
    wl_mm 7.68 \
    synth_warnings 1 \
    placed_cell_area_sq_mm 0.00450 \
    ioPinCount 83 \
    cp-start-kind "flop" \
    clockRootBuffer "clkbuf_16" \
    synth.top_cell.area_share 0.473 \
    ant_nets 0 \
    rsz0062_at_grt "no" \
    antenna_found_initial 0 \
    fmax_mhz 250 \
    peakVddDrop_mv 0.163 \
]
-- report_power, final --
part / total [mW] / leakage [nW] / internal, mW / switching, mW
Combinational: 0.0627 / 0.926 / 0.0446 / 0.0182
Sequential: 0.522 / 0.986 / 0.522 / 0.000000000927
Clock: 0.577 / 0.143 / 0.369 / 0.208
Total: 1.16 / 2.05 / 0.936 / 0.226
-- worst paths after layout --
path | cells past startpoint | start | to
max in group asynchronous | 3 | rst_i | cnt_clk[8]
worst max register to register | 7 | cnt_clk[0] | cnt_show[1]
min in group asynchronous | 2 | rst_i | dig_data[24]
worst max-delay path | 6 | cnt_show[2] | D0_o[0]
worst min-delay path | 1 | cnt_clk[31] | cnt_clk[31]
worst min register to register | 1 | cnt_clk[31] | cnt_clk[31]
-- logic make-up (layout without fill, tap and decap cells) --
group / count (synthesis) / in the layout / synth area share
compound gates: 33 / 33 / 0.0840
xor+xnor: 33 / 33 / 0.0815
fa+ha+maj: 8 / 8 / 0.0282
buf+inv: 22 / 110 / 0.0268
flops: 67 / 67 / 0.473
latches: 7 / 7 / 0.0296
mux: 36 / 36 / 0.114
other cells: 1 / 1 / 0.00106
simple gates: 101 / 101 / 0.162
-- area by class of cell --
| cell class | instances | area (sq um) |
|---|---|---|
| clock buffer | 11 | 233 |
| clock inverter | 5 | 53.8 |
| fill | 1056 | 6680 |
| inverter | 10 | 37.5 |
| multi-input combinational | 212 | 1670 |
| sequential | 74 | 1780 |
| tap | 143 | 179 |
| timing repair buffer | 84 | 833 |
-- placed cells by master (no fill, tap or decap), types with 2 or more instances in the layout --
master / instances
a31o_2: 4
a31oi_4: 3
and2_1: 4
clkbuf_1: 2
a221oi_1: 2
clkinv_2: 3
inv_1: 9
nor4_1: 11
mux2_2: 35
nor2_1: 12
nor3_1: 11
a22o_1: 5
dlxtn_1: 7
buf_4: 3
a222oi_1: 2
ha_1: 8
clkbuf_16: 9
and3_1: 4
nand3_1: 11
o21ai_0: 6
xor2_1: 6
nor2b_1: 4
a221o_1: 2
dfrtp_1: 67
nand4_1: 15
clkdlybuf4s50_1: 81
nand2_1: 16
and4_1: 4
a211oi_1: 4
nor4b_1: 3
xnor2_1: 27
-- per-layer routing --
metal,up-vias,track usage
met1,1258,0.188
met2,53,0.222
met3,7,0.0284
met4,0,0.0151
li1,1291,-
met5,-,0
-- flip-flops by register name (all words and copies together), names as in the netlist --
register / flops
cnt_clk: 32
dig_data: 32
dig1_o: 7
cnt_show: 3
-- through the flow --
step / power (mW) / worst slack, ns
6_report: 1.16 / 1.19
4_1_cts: 1.18 / 1.18
5_1_grt: 1.20 / 1.02
3_3_place_gp: 0.595 / 1.60
3_5_place_dp: 0.595 / 1.53
2_1_floorplan: 0.541 / 2.34
-- worst max-delay path: stages (launching register included) --
cell,delay (ns)
dfrtp_1,0.57
inv_1,0.15
ha_1,0.30
or4_4,0.58
or2_0,0.46
inv_1,0.13
clkdlybuf4s50_1,0.46
Power and IR drop assume default switching activity.
