==> flow/config.mk <==
export PLATFORM = sky130hd
export DESIGN_NAME = Bridge
export DESIGN_NICKNAME = Bridge
export VERILOG_FILES = /design/flow/design.v
export SDC_FILE = /design/flow/constraint.sdc
export NUM_CORES = 4
export LEC_CHECK = 1
export CORE_AREA = 10 10 221 221
export DIE_AREA = 0 0 231 231
==> flow/constraint.sdc <==
current_design Bridge

set clk_period 10.5
set clk_io_pct 0.2

create_clock -name clk0 -period $clk_period

set non_clock_inputs [all_inputs -no_clocks]
set_input_delay [expr $clk_period * $clk_io_pct] -clock clk0 $non_clock_inputs
set_output_delay [expr $clk_period * $clk_io_pct] -clock clk0 [all_outputs]
==> flow/design.v <==
`timescale 1ns / 1ps
module Bridge (
    input  wire         rst_from_cpu,
    input  wire         clk_from_cpu,
    input  wire [31:0]  addr_from_cpu,
    input  wire         we_from_cpu,
    input  wire [31:0]  wdata_from_cpu,
    output reg  [31:0]  rdata_to_cpu,
    output wire         clk_to_dram,
    output wire [31:0]  addr_to_dram,
    input  wire [31:0]  rdata_from_dram,
    output wire         we_to_dram,
    output wire [31:0]  wdata_to_dram,
    output wire         rst_to_dig,
    output wire         clk_to_dig,
    output wire [31:0]  addr_to_dig,
    output wire         we_to_dig,
    output wire [31:0]  wdata_to_dig,
    output wire         rst_to_led,
    output wire         clk_to_led,
    output wire [31:0]  addr_to_led,
    output wire         we_to_led,
    output wire [31:0]  wdata_to_led,
    output wire         rst_to_sw,
    output wire         clk_to_sw,
    output wire [31:0]  addr_to_sw,
    input  wire [31:0]  rdata_from_sw,
    output wire         rst_to_btn,
    output wire         clk_to_btn,
    output wire [31:0]  addr_to_btn,
    input  wire [31:0]  rdata_from_btn,
    output wire         rst_to_cnt,
    output wire         clk_to_cnt,
    output wire [31:0]  addr_to_cnt,
    output wire         we_to_cnt,
    output wire [31:0]  wdata_to_cnt,
    input  wire [31:0]  rdata_from_cnt
);
    wire access_mem = (addr_from_cpu[31:12] != 20'hFFFFF) ? 1'b1 : 1'b0;
    wire access_dig = (addr_from_cpu == 32'hFFFF_F000) ? 1'b1 : 1'b0;
    wire access_led = (addr_from_cpu == 32'hFFFF_F060) ? 1'b1 : 1'b0;
    wire access_sw  = (addr_from_cpu == 32'hFFFF_F070 ) ? 1'b1 : 1'b0;
    wire access_btn = (addr_from_cpu == 32'hFFFF_F078) ? 1'b1 : 1'b0;
    wire access_cnt = ({addr_from_cpu[31:4],4'b0000} == 32'hFFFF_F020) ? 1'b1 : 1'b0;
    wire [5:0] access_bit = { access_mem,
                              access_dig,
                              access_led,
                              access_sw,
                              access_btn,
                              access_cnt };
    assign clk_to_dram   = clk_from_cpu;
    assign addr_to_dram  = addr_from_cpu;
    assign we_to_dram    = we_from_cpu & access_mem;
    assign wdata_to_dram = wdata_from_cpu;
    assign rst_to_cnt   = rst_from_cpu;
    assign clk_to_cnt   = clk_from_cpu;
    assign addr_to_cnt  = addr_from_cpu;
    assign we_to_cnt    = we_from_cpu & access_cnt;
    assign wdata_to_cnt = wdata_from_cpu;
    assign rst_to_dig    = rst_from_cpu;
    assign clk_to_dig    = clk_from_cpu;
    assign addr_to_dig   = addr_from_cpu;
    assign we_to_dig     = we_from_cpu & access_dig;
    assign wdata_to_dig  = wdata_from_cpu;
    assign rst_to_led    = rst_from_cpu;
    assign clk_to_led    = clk_from_cpu;
    assign addr_to_led   = addr_from_cpu;
    assign we_to_led     = we_from_cpu & access_led;
    assign wdata_to_led  = wdata_from_cpu;
    assign rst_to_sw     = rst_from_cpu;
    assign clk_to_sw     = clk_from_cpu;
    assign addr_to_sw    = addr_from_cpu;
    assign rst_to_btn    = rst_from_cpu;
    assign clk_to_btn    = clk_from_cpu;
    assign addr_to_btn   = addr_from_cpu;
    always @(*) begin
        casex (access_bit)
            6'b1?????: rdata_to_cpu = rdata_from_dram;
            6'b000100: rdata_to_cpu = rdata_from_sw;
            6'b000010: rdata_to_cpu = rdata_from_btn;
            6'b000001: rdata_to_cpu = rdata_from_cnt;
            default:  rdata_to_cpu = 32'hFFFF_FFFF;
        endcase
    end
endmodule
==> flow/run.sh <==
#!/bin/bash
# OpenROAD 26Q1-2900-gdf79404cd8, Yosys 0.63+post, stock flow scripts
make -C /OpenROAD-flow-scripts/flow DESIGN_CONFIG=/design/flow/config.mk WORK_HOME=/design/flow/orfs finish
==> changes_impl.md <==
### Changed

* Status: complete, no violations
* PD cells at 31.5 mW/mm²
* # resized after CTS at 0
* Tot Pwr at 187 µW
* Placement Cell Area at 0.00593 mm²
* Num rows at 77
* Initial antenna violation count at 1
* Vias at 3238
* Area share, top type at 65.2%
* Fin crit share at 65.9%
* Tool warnings at 32
* Final setup viols at 0
* Vias per cell at 2.84
* Syn_area_per_cell at 7.60 µm²
* Yosys warns at 1
* Synth-to-Final Area Change at 54.2%
* Clkbuf count at 0
* Die Span Y at 231 µm
* Peak Freq at 145 MHz
* Critical Path Start: addr_from_cpu[4]
* Fin. max-slew vios at 0
* Post-route ant nets at 0
* Die Size at 0.0534 mm²
* Worst hold slack at 4.20 ns
* Worst-path maximum fanout at 32
* First-pass GRT wire length at 26400 µm
* CP arrival at 4.82 ns
* Synth top area cells: buf_4 65%, mux2_2 9.4%, mux2i_1 8.3%
* Ant. Diodes at 0
* Crit path capture: rdata_to_cpu[26]
* Max IR drop VDD at 0.0000124 V
* Min Clock Period, post-route at 6.92 ns
* RePlAce Congestion at 0.800
* I/O pins at 562
* Leak at 1.96 nW
* Pin count of the biggest net entering global routing at 37
* Gr usage total at 6.67%
* CTS hold repair buffers at 0
* Final hold vios at 0
* Ys cells at 506
* Yosys stat area at 0.00385 mm²
* Routed WL at 19500 µm
* CP Data Required Time at 8.40 ns
* Hold WC Path Type: primary input to output port
* Post-DP HPWL at 16800 µm
* Max-cap violations at 0
* Synthesized instance count at 506
* Initial DRT Pass Iterations at 4
* Post-Syn Area at 0.00385 mm²
* Number of port buffers at 389
* Fin area at 0.00593 mm²
* 1st-iter DRT viols at 104
* Post-synth cell types at 20
* Synth Seq Share at 0%
* RSZ-0062 raised after global routing: false
* CP Capture Type: output port
* Drt wl/cell at 17.0 µm
* Core ar. at 0.0441 mm²
* Startpoint Class: primary input
* Worst Tran Pin Value at 0.661 ns
* Cell type with the largest total area: buf_4
* Layout fillers at 5088
* Die outline width at 231 µm
* Setup TNS at 0 ns
* Storage cell area at 0 µm²
* Slew Limit Headroom at 56.0%
* # DRC at 0
* GR Overflow Total at 0
* Starting Density at 8.72%
* Worst setup path class: primary input to output port
* Number of global-route vias before repair at 3653
* Seq cells at 0
* Top-count cell post-synth: buf_4
* Post-synth top cells: 334 x buf_4, 33 x nand2_1, 32 x mux2_2, 32 x mux2i_1, 32 x o2111ai_1
* Share of cells above drive strength 1 at 8.36%
* Setup repair bufs after CTS at 0
[cell families after synthesis]
group,Yosys count,share of synthesized area [%]
and+or+nand+nor,57,6.54
muxes,64,17.7
buffers and inverters,352,67.8
AOI/OAI and AO/OA,33,8.00
[placed cells by master, fill, tap and decap left out]
cell,count
o41ai_4,1
mux2_2,32
o2111ai_1,32
nor4_1,2
buf_2,1
inv_1,1
nor2_1,4
buf_4,6
nand2_1,32
nand2_2,2
or2_2,1
nor3_1,4
mux2i_1,32
clkdlybuf4s50_1,388
nand4_1,5
nand3_1,3
nand3_2,1
nor2_4,1
and2_1,1
and3_2,1
[power by group]
part           leakage [nW]  internal (mW)  switching, mW
logic                  1.96          0.135         0.0523
registers                 0              0              0
clock network             0              0              0
[stage by stage]
| stage | instances | setup slack [ns] | util, % |
|---|---|---|---|
| after floorplan | 506 | 5.27 | - |
| after detailed placement | 1142 | 3.51 | 13.4 |
| after CTS | 1142 | 3.50 | 13.4 |
| after global placement | 1142 | 3.56 | 13.4 |
| final | 1142 | 3.58 | 13.4 |
| after global routing | 1142 | 3.43 | 13.4 |
[area by class of cell]
class | count | area (µm²) | area share, %
inverters | 1 | 3.75 | 0.0633
repair buffers | 395 | 3930 | 66.3
well taps | 592 | 741 | 12.5
multi-input cells | 154 | 1260 | 21.2
[layer usage]
metal / GRT usage, % / wire length [µm] / up-vias
met2: 11.4 / 9140 / 338
met5: 0 / 12 / -
met4: 2.12 / 659 / 2
li1: - / - / 1450
met3: 3.31 / 2830 / 43
met1: 7.04 / 6810 / 1405
[worst max-delay path: stages]
cell             delay, ns
clkdlybuf4s50_1       0.74
or2_2                 0.48
o41ai_4               0.06
buf_4                 0.46
o2111ai_1             0.20
mux2_2                0.30
clkdlybuf4s50_1       0.42
[worst min path at each step]
| stage | startpoint | endpoint | cells past startpoint |
|---|---|---|---|
| 6_report | wdata_from_cpu[0] | wdata_to_cnt[0] | 0 |
| 5_1_grt | wdata_from_cpu[20] | wdata_to_cnt[20] | 0 |
| 4_1_cts | wdata_from_cpu[0] | wdata_to_cnt[0] | 0 |
No activity file was given, so power comes from the tool's default toggle rates.
